`design/flow/run.sh`:
```
#!/bin/bash
# OpenROAD 26Q1-2900-gdf79404cd8, Yosys 0.63+post, stock flow scripts
make -C /OpenROAD-flow-scripts/flow DESIGN_CONFIG=/design/flow/config.mk WORK_HOME=/design/flow/orfs finish
```
`design/flow/constraint.sdc`:
```
current_design pc_register

set clk_period 1.5
set clk_io_pct 0.2

create_clock -name clk0 -period $clk_period [get_ports {clk}]

set non_clock_inputs [all_inputs -no_clocks]
set_input_delay [expr $clk_period * $clk_io_pct] -clock clk0 $non_clock_inputs
set_output_delay [expr $clk_period * $clk_io_pct] -clock clk0 [all_outputs]
```
`design/flow/config.mk`:
```
export PLATFORM = sky130hd
export DESIGN_NAME = pc_register
export DESIGN_NICKNAME = pc_register
export VERILOG_FILES = /design/flow/design.v
export SDC_FILE = /design/flow/constraint.sdc
export NUM_CORES = 4
export LEC_CHECK = 1
export CORE_AREA = 10 10 91 91
export DIE_AREA = 0 0 101 101
```
`design/flow/design.v`:
```
package pcmux;
typedef enum bit [1:0] {
    pc_plus4  = 2'b00
    ,alu_out  = 2'b01
    ,alu_mod2 = 2'b10
} pcmux_sel_t;
endpackage
package marmux;
typedef enum bit {
    pc_out = 1'b0
    ,alu_out = 1'b1
} marmux_sel_t;
endpackage
package cmpmux;
typedef enum bit {
    rs2_out = 1'b0
    ,i_imm = 1'b1
} cmpmux_sel_t;
endpackage
package alumux;
typedef enum bit {
    rs1_out = 1'b0
    ,pc_out = 1'b1
} alumux1_sel_t;
typedef enum bit [2:0] {
    i_imm    = 3'b000
    ,u_imm   = 3'b001
    ,b_imm   = 3'b010
    ,s_imm   = 3'b011
    ,j_imm   = 3'b100
    ,rs2_out = 3'b101
} alumux2_sel_t;
endpackage
package regfilemux;
typedef enum bit [3:0] {
    alu_out   = 4'b0000
    ,br_en    = 4'b0001
    ,u_imm    = 4'b0010
    ,lw       = 4'b0011
    ,pc_plus4 = 4'b0100
    ,lb        = 4'b0101
    ,lbu       = 4'b0110   
    ,lh        = 4'b0111
    ,lhu       = 4'b1000   
} regfilemux_sel_t;
endpackage
module pc_register #(parameter width = 32)
(
	input clk,
	input rst,
	input load,
	input [width-1:0] in,
	output logic [width-1:0] out
);
logic [width-1:0] data;
always_ff @(posedge clk)
begin
	if (rst)
	begin
		data <= 32'h00000060;
	end
	else if (load)
	begin
		data <= in;
	end
	else
	begin
		data <= data;
	end
end
always_comb
begin
	out = data;
end
endmodule : pc_register
```
==> run_results.csv <==
group,metric,value,unit
sta,period_used_share,94.0,%
cts,cts_tree,"done",
setup_path,crit_chain,"clkdlybuf4s50_1",
power_and_ir_drop,p_per_area,978,nW/um^2
status,outcome,"finished, final reports clean",
final_layout,largest_reg_flops,32,
cts,clock_sinks,32,
setup_path,cp_max_fo,2,
min_path,hp-class,"reg2reg",
drt,drt_first_pass_iters,2,
setup_path,crit_end,"out[12]",
placement,port_buffers,66,
cts,clk_latency,0.28,ns
final_layout,postLayoutCoreUtil,31.0,%
setup_path,slowest_delay,0.49,ns
placement,placed_cell_area,1870,sq um
floorplan,chipArea,10200,sq um
drt,detail_route.wl_per_cell,12.4,microns
synthesis,ys_types,9,
final_layout,final_area,1970,sq um
floorplan,die_x,101,microns
setup_path,r2r_end,"data[5]",
drt,antenna_cells,0,
power_and_ir_drop,totalPowerFinal,1.93,mW
global_route,grt_pass1_vias,927,
synthesis,ys_seq_share,54.9,%
synthesis,yosysTopAreaCell,"dfxtp_1",
final_layout,final-comb-area,443,sq um
synthesis,logic_family,"multiplexers",
setup_path,cpMaxStageDelayCell,"clkdlybuf4s50_1",
setup_path,crit_cells,1,
cts,clockBufferDepth,2,
cts,post_cts_resize_count,0,
synthesis,topCellsByArea,"dfxtp_1 (55%), mux2i_1 (26%), nor2_1 (9.6%)",
synthesis,synth_top_area_share,54.9,%
drt,drc,0,
placement,dpl.hpwl,2340,microns
synthesis,ys_ff,32,
sta,final-hold-violation-count,0,
sta,max_slew_margin,84.2,%
job,drv_cap,0,
synthesis,avgSynthCellArea,11.3,sq um
final_layout,areaGrowthSynthToFinish,68.6,%
drt,vias,917,
setup_path,worstPathArrival,1.11,ns
global_route,grtUsageTotal,5.84,%
placement,gp_congestion,0.689,
sta,max_freq,709,MHz
cts,root_buffer,"clkbuf_8",
min_path,holdPathStages,2,
floorplan,initial_core_util,18.4,%
floorplan,fp-row-count,29,
setup_path,cp_num_buf_inv,1,
setup_path,path_class,"reg2out",
synthesis,ys_cells,103,
sta,hold_slack,0.491,ns
synthesis,aoi_share,1.50,%
final_layout,num-fill-cells,647,
synthesis,syn-cell-area,1170,sq um
cts,cts-hold-fix-buffers,0,
setup_path,startpoint,"data[12]",
sta,fin_crit,1.41,ns
drt,ant_nets,0,
setup_path,r2r_slack,0.74,ns
cts,path_clk_slew,0.08,ns
sta,setup_viol,0,
floorplan,dieHeight,101,microns
floorplan,ioPinCount,67,
synthesis,ys_sh_mux,25.7,%
sta,tightest_slew,0.237,ns
synthesis,adder_share,0,%
final_layout,seq_area,641,sq um
global_route,grt_overflow_total,0,
job,tool_warnings,25,
synthesis,yosysWarnings,1,
global_route,antenna_found_initial,0,
global_route,grt_max_degree,35,
setup_path,cp_top_family,"buffers and inverters",
floorplan,core,6350,sq um
cts,numCtsBuffers,5,
synthesis,ys_area,1170,sq um
final_layout,biggestRegsByFlops,"data (32)",
setup_path,critPathLaunchType,"flop",
setup_path,reg2reg_depth,2,
synthesis,xor_share,0,%
sta,rsz0062_at_grt,"no",
synthesis,syn_inst,103,
cts,post_cts_buffers,0,
drt,drtIter0Drc,22,
sta,slew_violations,0,
setup_path,cp.required,1.20,ns
global_route,grt_pass1_wl,4830,microns
sta,tns,0,ns
sta,skew,0,ns
final_layout,drive_gt1_share,6.94,%
drt,totalWireLength,3100,microns
final_layout,largest-register,"data",
power_and_ir_drop,cellLeakagePower,0.818,nW
synthesis,synth-simple-area-share,10.7,%
setup_path,r2r-start,"data[5]",
power_and_ir_drop,vdd_drop_max,361,uV
cts,htreeDepth,2,
setup_path,worst_setup_path_end_kind,"output port",
drt,vias_per_cell,3.67,
-- final cells by class --
type / count / area share, %
well taps: 77 / 4.90
clock buffers: 6 / 4.20
multi-input cells: 64 / 22.5
flip-flops and latches: 32 / 32.5
repair buffers: 69 / 35.1
clock inverters: 2 / 0.763
-- kinds of logic after synthesis --
kind of cell,Yosys count
compound gates,2
buf+inv,7
simple gates,32
flops,32
mux,30
-- per-layer routing --
layer	global-route usage (%)	part of all wire [%]	wire length, microns
met5	0	0	0
met4	0.643	1.2	36
met3	3.53	13	409
met2	8.30	40	1250
met1	7.70	45	1400
-- stage by stage --
stage / cells / worst slack (ns)
finish: 250 / 0.0898
global route: 250 / 0.0144
global placement: 242 / 0.236
CTS: 250 / 0.0738
floorplan: 103 / 0.582
detailed placement: 242 / 0.239
-- cell usage after synthesis, drive strengths merged --
| cell type | count |
|---|---|
| dfxtp | 32 |
| mux2i | 30 |
| nor2 | 30 |
| buf | 5 |
| a211o | 2 |
| clkbuf | 2 |
| nor2b | 2 |
-- report_power, final --
part           switching, mW  internal (mW)
sequential            0.0232          0.901
clock                  0.335          0.371
combinational         0.0822          0.213
total                  0.440           1.49
-- worst min-delay path by stage --
stage | from | end | slack [ns]
CTS | data[29] | data[29] | 0.50
global route | data[29] | data[29] | 0.50
finish | data[3] | data[3] | 0.49
-- cells in the final DEF, fill, tap and decap left out --
master           Yosys  routed
buf_4                0       2
dfxtp_1             32      32
a211o_1              2       2
clkinvlp_4           0       2
nor2_1              30      30
mux2i_1             30      30
buf_12               3       1
clkbuf_8             0       6
buf_2                1       1
clkdlybuf4s50_1      0      65
nor2b_1              2       2
