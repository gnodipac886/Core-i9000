`flow/run.sh`:
```
#!/bin/bash
# OpenROAD 26Q1-2900-gdf79404cd8, Yosys 0.63+post, stock flow scripts
make -C /OpenROAD-flow-scripts/flow DESIGN_CONFIG=/design/flow/config.mk WORK_HOME=/design/flow/orfs finish
```
`flow/design.v`:
```
package pcmux;
typedef enum bit [1:0] {
    pc_plus4  = 2'b00
    ,alu_out  = 2'b01
    ,alu_mod2 = 2'b10
} pcmux_sel_t;
endpackage
package marmux;
typedef enum bit {
    pc_out = 1'b0
    ,alu_out = 1'b1
} marmux_sel_t;
endpackage
package cmpmux;
typedef enum bit {
    rs2_out = 1'b0
    ,i_imm = 1'b1
} cmpmux_sel_t;
endpackage
package alumux;
typedef enum bit {
    rs1_out = 1'b0
    ,pc_out = 1'b1
} alumux1_sel_t;
typedef enum bit [2:0] {
    i_imm    = 3'b000
    ,u_imm   = 3'b001
    ,b_imm   = 3'b010
    ,s_imm   = 3'b011
    ,j_imm   = 3'b100
    ,rs2_out = 3'b101
} alumux2_sel_t;
endpackage
package regfilemux;
typedef enum bit [3:0] {
    alu_out   = 4'b0000
    ,br_en    = 4'b0001
    ,u_imm    = 4'b0010
    ,lw       = 4'b0011
    ,pc_plus4 = 4'b0100
    ,lb        = 4'b0101
    ,lbu       = 4'b0110   
    ,lh        = 4'b0111
    ,lhu       = 4'b1000   
} regfilemux_sel_t;
endpackage
module prefetcher #(parameter limit = 8)
(
	input   logic 			clk,
	input   logic 			rst,
	input 	logic 			lsq_pmem_read_cla,
	input 	logic 			lsq_pmem_write_cla,
	input 	logic 			i_pmem_read_cla,
 	input 	logic 			i_pmem_write_cla,
	input 	logic 			pref_pmem_resp_cla,
	input   logic   [31:0]  lsq_pmem_address_cla,
	input 	logic 	[255:0]	pref_pmem_rdata_256_cla,
	input   logic 			arbiter_idle,
	output 	logic 			pref_pmem_read_cla,
	output 	logic 			pref_pmem_write_cla,
	output 	logic 	[31:0]	pref_pmem_address_cla,
	output 	logic 	[255:0]	pref_pmem_wdata_256_cla
);
	logic	[31:0]	pref_addr_in;
	logic			pref_addr_load;
	int  			counter;
	register pref_addr(
		.load(pref_addr_load),
		.in(pref_addr_in),
		.out(pref_pmem_address_cla),
		.*
	);
	logic		   	valid;
	enum logic [1:0] {
		idle,
		prefetch,
		inc_addr
	} state, next_state;
	always_comb begin : next_state_logic
		next_state = state;
		case (state) 
			idle	 : begin 
				if(~valid) 
					next_state = idle;
				else if(arbiter_idle && (~lsq_pmem_read_cla & ~lsq_pmem_write_cla) && (~i_pmem_read_cla & ~i_pmem_write_cla) && counter < limit)
					next_state = prefetch;
			end 
			prefetch : begin 
				if(pref_pmem_resp_cla)
					next_state = inc_addr;
				else
					next_state = prefetch; 
			end 
			inc_addr: begin 
				next_state = idle;
			end 
		endcase 
	end
	function void set_defaults();
		pref_pmem_read_cla		= 1'b0;
		pref_pmem_write_cla		= 1'b0;
		pref_pmem_wdata_256_cla	= 256'b0;
		pref_addr_load			= 1'b0;
		pref_addr_in			= 32'b0;
	endfunction
	always_comb begin : state_actions
		set_defaults();
		case (state) 
			idle: begin
				if (lsq_pmem_read_cla | lsq_pmem_write_cla) begin
					pref_addr_load	= 1'b1;
					pref_addr_in	= lsq_pmem_address_cla + 32'h20;
				end
			end
			prefetch: begin
				pref_pmem_read_cla	= 1'b1;
			end
			inc_addr: begin
				pref_addr_in	= pref_pmem_address_cla + 32'h20;
				pref_addr_load	= 1'b1;
			end
		endcase 
	end
	always_ff @(posedge clk) begin
		if (rst) begin
			valid	  	<= 1'b0;
			state 		<= idle;
			counter 	<= 0;
		end else begin
			if (lsq_pmem_read_cla | lsq_pmem_write_cla) begin
				valid	<= 1'b1;
			end
			state		<= next_state;
		end
		if(state == idle && (lsq_pmem_read_cla | lsq_pmem_write_cla))
			counter  	<= 0;
		if(state == inc_addr)
			counter 	<= counter + 1;
	end
endmodule : prefetcher
module register #(parameter width = 32)
(
	input clk,
	input rst,
	input load,
	input [width-1:0] in,
	output logic [width-1:0] out
);
logic [width-1:0] data = 1'b0;
always_ff @(posedge clk)
begin
	if (rst)
	begin
		data <= '0;
	end
	else if (load)
	begin
		data <= in;
	end
	else
	begin
		data <= data;
	end
end
always_comb
begin
	out = data;
end
endmodule : register
```
`flow/config.mk`:
```
export PLATFORM = sky130hd
export DESIGN_NAME = prefetcher
export DESIGN_NICKNAME = prefetcher
export VERILOG_FILES = /design/flow/design.v
export SDC_FILE = /design/flow/constraint.sdc
export NUM_CORES = 4
export LEC_CHECK = 1
export CORE_AREA = 10 10 230 230
export DIE_AREA = 0 0 240 240
```
`flow/constraint.sdc`:
```
current_design prefetcher

set clk_period 4.3
set clk_io_pct 0.2

create_clock -name clk0 -period $clk_period [get_ports {clk}]

set non_clock_inputs [all_inputs -no_clocks]
set_input_delay [expr $clk_period * $clk_io_pct] -clock clk0 $non_clock_inputs
set_output_delay [expr $clk_period * $clk_io_pct] -clock clk0 [all_outputs]
```
==> notes.md <==
run results: outcome=completed, flip-flops with a built-in enable=32, Final Max Slew Viols=0, Worst VDD drop=0.206 mV, clk latency of the worst-skew pair=0.34 ns, worst path arrival time=3.16 ns, crit path max-delay cell type=or4_1, CTS sink count=68, cells in synth_stat.txt=755, All-Layer GR Usage=0.0620, vias in the first global route=4760, DIE AREA=0.0576 mm2, OpenROAD warning count=281, CP Launch Type=input port, final hold viol count=0, antenna-violating nets left=0, Seq share, synth=0.276, Fill cells=5351, Syn Inst Count=755, Crit. End Element=register, RSZ-0062 raised after global routing=false, initial antenna violation count=4, ys flop type=dfxtp_1, post-layout util=0.144, flop2flop setup slack=2.02 ns, dpl cells=1428, largest net degree at the start of global routing=38, MaxCap Viol Count=0, slowest stage delay, CP=0.75 ns, Via density=3.28, synth warn=2, Chip Width=240 um, RePlAce Congestion=0.828, CP max FO=10, fraction of layout cells with a size suffix above 1=0.0483, Mapped Area=0.00608 mm2, Unique cell types=46, # DRC=0, Worst-path clk slew=0.06 ns, comb. cell area=0.00332 mm2, crit-path cells=clkdlybuf4s50_1, nand4_4, or4_1, o31a_1, o21ai_0, a31oi_1, Post-synth ARST share=0, drt total wl=19100 um, Synth flops=68, Port Buffer Count=72, Post-CTS Hold Fix Bufs=0, CP Class=input port to register, Avg Synthesized Cell Area=8.06 um2, post-cts sizing count=0, CTS root buf=clkbuf_16, Starting Density=0.127, GR Overflow Total=0, CTS tree=built, Die Span Y=240 um, Clock Skews=0.00821 ns, setup tns final=0 ns, Slew @ Worst Pin=0.883 ns, Pleak=0.00255 uW, Num CTS Buffers=9, Area Overhead vs Synth=13.0%, # rows=80, fin cells=1444, final setup fails=0, Pwr Density=247 mW/mm2, # H-tree levels=3, Hold Path Class=register to register, Critical Path RT=4.50 ns, hpwl dp=15800 um, first-pass GRT wire length=27300 um, Storage cell area=0.00168 mm2, Max clock buf depth=2, Power Total=1700 uW, Top Layout Cells=conb_1, clkdlybuf4s50_1, nand2_1, most frequent logic cell in the layout=conb_1, fmax=339 MHz, relative slew slack=0.406, Iteration-0 DRC Markers=299, vias=4730, drt pass-1 iters=4, Inserted Diodes=0, Tmin final=2.95 ns, Yosys chip area=0.00608 mm2, # Post-CTS Setup Buffers=0, DR WL/cell=13.2 um, IO Pins=586, final period utilization=0.687, Core ar.=0.0478 mm2
## Yosys cell counts (2+ instances only)
cell type / number / share of area
buf_2: 4 / 0.0033
dfxtp_1: 36 / 0.12
or4_1: 6 / 0.0074
buf_4: 257 / 0.32
or3_1: 6 / 0.0062
nor2_1: 55 / 0.034
inv_1: 10 / 0.0062
xor2_1: 21 / 0.030
xnor2_1: 20 / 0.029
edfxtp_1: 32 / 0.16
and2_1: 5 / 0.0051
a21oi_1: 37 / 0.030
mux2_2: 11 / 0.020
ha_1: 3 / 0.0062
o21ai_0: 19 / 0.016
nand2_1: 65 / 0.040
a31oi_1: 13 / 0.013
nor4_1: 22 / 0.023
o22ai_1: 2 / 0.0021
o31a_2: 2 / 0.0033
a22oi_1: 3 / 0.0037
o31a_1: 3 / 0.0043
clkbuf_1: 14 / 0.0086
o311ai_0: 3 / 0.0043
nand2b_1: 2 / 0.0021
a41oi_1: 2 / 0.0029
nand3_1: 29 / 0.024
nand4_1: 24 / 0.025
nor3b_1: 3 / 0.0037
o211ai_1: 2 / 0.0025
buf_1: 2 / 0.0012
nor3_1: 16 / 0.013
and4_1: 7 / 0.010
and3_1: 7 / 0.0072
## layout make-up
class / count / area share
timing repair buffer: 79 / 0.113
multi-input combinational: 656 / 0.483
inverter: 10 / 0.00546
tap: 615 / 0.112
sequential: 68 / 0.245
clock inverter: 5 / 0.00747
clock buffer: 11 / 0.0353
## where the power goes
group          internal, uW  switching (uW)
Clock                   460             267
Sequential              708            40.7
Combinational           107             113
Total                  1280             421
## cell families after synthesis
family / share of synthesized area
compound gates: 0.0893
xor+xnor: 0.0590
fa+ha+maj: 0.00617
buf+inv: 0.336
flops: 0.276
mux: 0.0204
other cells: 0.000616
simple gates: 0.212
## registers in the layout (all words and copies together), names as in the netlist
register,count
counter,32
pref_addr.data,32
state,3
valid,1
## metal layers
| metal | GRT usage | up-vias | part of all wire | routed length, um |
|---|---|---|---|---|
| met2 | 0.0980 | 309 | 0.43 | 8260 |
| met3 | 0.0330 | 17 | 0.14 | 2670 |
| met1 | 0.0767 | 2144 | 0.42 | 8000 |
| met4 | 0.00403 | 8 | 0.0078 | 150 |
| li1 | - | 2252 | - | - |
| met5 | 0 | - | 0.0020 | 38 |
## worst paths after layout
kind	from	to	cells past startpoint
worst max-delay path	lsq_pmem_address_cla[8]	pref_addr.data[29]$_SDFFE_PP0P_	6
worst min-delay path	pref_addr.data[1]$_SDFFE_PP0P_	pref_addr.data[1]$_SDFFE_PP0P_	2
worst max register to register	state[1]$_DFF_P_	pref_addr.data[22]$_SDFFE_PP0P_	7
worst min register to register	pref_addr.data[1]$_SDFFE_PP0P_	pref_addr.data[1]$_SDFFE_PP0P_	2
## per-stage QoR
step	cell area [um2]	hold WS [ns]	worst slack [ns]
after detailed placement	6580	0.453	1.02
after CTS	6870	0.460	1.38
after global placement	6580	0.446	1.06
after global routing	6870	0.473	1.21
after floorplan	7040	0.417	1.92
final	6870	0.459	1.35
## critical path, delay by kind of cell
family | cells | cell delay [ns]
AND-OR/OR-AND | 3 | 0.73
AND/OR/NAND/NOR | 2 | 0.96
buffers and inverters | 1 | 0.61
Power is estimated from default activity; no workload was simulated.
