### config.mk
export PLATFORM = sky130hd
export DESIGN_NAME = array
export DESIGN_NICKNAME = array
export VERILOG_FILES = /design/flow/design.v
export SDC_FILE = /design/flow/constraint.sdc
export NUM_CORES = 4
export LEC_CHECK = 1
export CORE_AREA = 10 10 70 70
export DIE_AREA = 0 0 80 80
### run.sh
#!/bin/bash
# OpenROAD 26Q1-2900-gdf79404cd8, Yosys 0.63+post, stock flow scripts
make -C /OpenROAD-flow-scripts/flow DESIGN_CONFIG=/design/flow/config.mk WORK_HOME=/design/flow/orfs finish
### design.v
package pcmux;
typedef enum bit [1:0] {
    pc_plus4  = 2'b00
    ,alu_out  = 2'b01
    ,alu_mod2 = 2'b10
} pcmux_sel_t;
endpackage
package marmux;
typedef enum bit {
    pc_out = 1'b0
    ,alu_out = 1'b1
} marmux_sel_t;
endpackage
package cmpmux;
typedef enum bit {
    rs2_out = 1'b0
    ,i_imm = 1'b1
} cmpmux_sel_t;
endpackage
package alumux;
typedef enum bit {
    rs1_out = 1'b0
    ,pc_out = 1'b1
} alumux1_sel_t;
typedef enum bit [2:0] {
    i_imm    = 3'b000
    ,u_imm   = 3'b001
    ,b_imm   = 3'b010
    ,s_imm   = 3'b011
    ,j_imm   = 3'b100
    ,rs2_out = 3'b101
} alumux2_sel_t;
endpackage
package regfilemux;
typedef enum bit [3:0] {
    alu_out   = 4'b0000
    ,br_en    = 4'b0001
    ,u_imm    = 4'b0010
    ,lw       = 4'b0011
    ,pc_plus4 = 4'b0100
    ,lb        = 4'b0101
    ,lbu       = 4'b0110   
    ,lh        = 4'b0111
    ,lhu       = 4'b1000   
} regfilemux_sel_t;
endpackage
module array #(parameter width = 1,
                parameter default_val = 0,
                parameter is_lru = 0)
(
  input clk,
  input logic load,
  input logic [2:0] rindex,
  input logic [2:0] windex,
  input logic [width-1:0] datain,
  output logic [width-1:0] dataout
);
logic [width-1:0] data [8];
initial begin
  data[0] = default_val;
  data[1] = default_val;
  data[2] = default_val;
  data[3] = default_val;
  data[4] = default_val;
  data[5] = default_val;
  data[6] = default_val;
  data[7] = default_val;
end
always_comb begin
  dataout = (load & ~is_lru & (rindex == windex)) ? datain : data[rindex];
end
always_ff @(posedge clk)
begin
    if(load)
        data[windex] <= datain;
end
endmodule : array
### constraint.sdc
current_design array

set clk_period 2.5
set clk_io_pct 0.2

create_clock -name clk0 -period $clk_period [get_ports {clk}]

set non_clock_inputs [all_inputs -no_clocks]
set_input_delay [expr $clk_period * $clk_io_pct] -clock clk0 $non_clock_inputs
set_output_delay [expr $clk_period * $clk_io_pct] -clock clk0 [all_outputs]
==> Changelog: implementation <==
### Changed

* Clk sinks at 8
* Status: finished, final reports clean
* Largest regs: data: 8 flops
* Top reg by flops: data
* Initial core utilization at between 10 and 15%
* Max Freq at approximately 430 MHz
* Synth Area per Inst at ~14 µm²
* Fin crit period at about 2.3 ns
* Worst min path class: input port to flop
* Initial antenna violation count at 0
* Crit path max fanout at 2
* Worst Hold Launch: datain[0]
* # DRC at 0
* CP delay by family, top: buffers and inverters
* Synth Seq Share at ~60%
* Most numerous logic cell after layout: edfxtp_1
* Worst slew margin at 86.9%
* Tally of yosys warning messages at 1
* Die width at 80 µm
* CP arrival at 1.84 ns
* ANT nets after route at 0
* Drt wl/cell at 9.62 µm
* Fin. Hold Viols at 0
* CTS tree: yes
* Drt total wl at between 800 and 900 µm
* DP Cell Count at approximately 90
* Antenna diode count at 0
* Core Region at about 3400 µm²
* Yosys Instances at 29
* DIE AREA at 6400 µm²
* Slowest-stage cell, CP: clkdlybuf4s50_1
* Largest register FFs at 8
* Most common logic cells in the final layout: edfxtp_1, nor2_1, clkdlybuf4s50_1
* GR Overflow Total at 0
* Synth Register Bits at 8
* Worst VDD drop at 0.0000680 V
* Final setup vio count at 0
* Post-route insts no fill at ~91
* Standby leakage power at roughly 0.20 nW
* Req. time, crit path at 2.00 ns
* Worst-case clock buffer depth at 2
* Post-synthesis cell count at 29
* Worst-margin pin slew at between 0.15 and 0.2 ns
* Max-Cap Viols at 0
* WP buf/inv at 2
* Clock transition at path regs at around 0.050 ns
* GP Congestion at between 0.7 and 0.8
* Largest net degree at the start of global routing at 9
* Setup TNS at 0 ns
* Fraction of layout cells with a size suffix above 1 at a little over a quarter
* Hold slack at 1.04 ns
* PwrDens at just under 500 nW/µm²
* Cell Type Count at 10
* Mapped Area at ~410 µm²
* Slew Viols, Final at 0
* RSZ-0062 raised after global routing: no
* Placed Area at between 500 and 600 µm²
* Num rows at 21
* YS chip area at about 410 µm²
* Area grow syn2layout at 47.9%
* First-pass GRT wire length at 1440 µm
* CTS Buf Count at 3
* Cell count of the worst hold path at 2
* Worst path cell trace: clkdlybuf4s50_1 > xnor2_1 > nand4_1 > mux2_4 > dlygate4sd2_1
* Die Ht at 80 µm
* DRT iter0 DRCs at 3
* Crit path launch type: input port
* Via total after detailed routing at roughly 290
* Tool warnings at 25
* Max incr delay on CP at 0.52 ns
* Hold endpoint: data[5]
* H-Tree Depth at 1
* Io pins at 10
* Final period util at 93.5%
* Vias per cell at between 3 and 4
* CTS root buffer: clkbuf_4
* GRT Overall Usage at between 2 and 3%
* I/O Buffers at 9
* Pre-Repair DR Iteration Count at 3
* Design Area, Final at 607 µm²
* Core Util, Final at ~18%
* Vias in the first global route at ~330
* Worst setup EP type: output pin
* Critical setup path kind: input port to output pin
metrics by stage:
step	worst slack (ns)	power, mW
after floorplan	0.496	0.175
after global placement	-0.542	0.205
after detailed placement	-0.547	0.205
after CTS	0.147	0.301
after global routing	0.102	0.309
final	0.162	0.295
synth_stat cells:
cell type	count	share of area, %
edfxtp_1	8	59
nand4_1	1	1.5
nand2b_1	3	4.6
xnor2_1	3	6.4
mux2_4	1	3.7
mux4_1	2	13
nor2_1	6	5.5
mux2_2	1	2.7
nor3_1	2	2.4
nand2_1	2	1.8
metal layers:
| layer | GRT usage, % | up-vias | part of all wire, % |
|---|---|---|---|
| met5 | 0 | - | 0 |
| met4 | 0.880 | 0 | 1.1 |
| met3 | 2.61 | 2 | 17 |
| met2 | 3.05 | 12 | 34 |
| met1 | 3.81 | 133 | 47 |
| li1 | - | 141 | - |
cells by family (layout without fill, tap and decap cells):
kind of cell	count (synthesis)	after routing	share of synthesized area (%)
AND/OR/NAND/NOR	14	14	15.9
buffers and inverters	0	16	0
flip-flops	8	8	58.5
XOR/XNOR	3	3	6.40
multiplexers	4	4	19.2
power breakdown:
part | switching, mW | total, mW | leakage [nW] | internal [mW]
Clock | 0.0370 | 0.0915 | 0.0138 | 0.0545
Sequential | 0.000992 | 0.153 | 0.0727 | 0.152
Combinational | 0.0184 | 0.0501 | 0.118 | 0.0317
Total | 0.0564 | 0.295 | 0.204 | 0.239
cell type report:
cell class	count	area (µm²)
Sequential cell	8	240
Multi-Input combinational cell	21	166
Clock buffer	3	22.5
Timing Repair Buffer	13	120
Tap cell	46	57.6
Fill cell	381	2810
worst max-delay path by stage:
stage                 slack [ns]          to       from  cells after the start
after CTS                   0.15  dataout[0]    data[0]                      4
after global routing        0.10  dataout[0]  rindex[1]                      5
final                       0.16  dataout[0]  windex[1]                      5
repair_timing:
item	in CTS	in global routing
setup buffers	0	0
setup endpoints to repair	1	0
gates resized	12	0
hold buffers	0	0
Power figures rest on the tool's default switching activity, not on a simulated workload.
