$ cat flow/run.sh
#!/bin/bash
# OpenROAD 26Q1-2900-gdf79404cd8, Yosys 0.63+post, stock flow scripts
make -C /OpenROAD-flow-scripts/flow DESIGN_CONFIG=/design/flow/config.mk WORK_HOME=/design/flow/orfs finish
$ cat flow/config.mk
export PLATFORM = sky130hd
export DESIGN_NAME = cacheline_adaptor
export DESIGN_NICKNAME = cacheline_adaptor
export VERILOG_FILES = /design/flow/design.v
export SDC_FILE = /design/flow/constraint.sdc
export NUM_CORES = 4
export LEC_CHECK = 1
export CORE_AREA = 10 10 305 305
export DIE_AREA = 0 0 315 315
$ cat flow/constraint.sdc
current_design cacheline_adaptor

set clk_period 25.7
set clk_io_pct 0.2

create_clock -name clk0 -period $clk_period [get_ports {clk}]

set non_clock_inputs [all_inputs -no_clocks]
set_input_delay [expr $clk_period * $clk_io_pct] -clock clk0 $non_clock_inputs
set_output_delay [expr $clk_period * $clk_io_pct] -clock clk0 [all_outputs]
$ cat flow/design.v
package pcmux;
typedef enum bit [1:0] {
    pc_plus4  = 2'b00
    ,alu_out  = 2'b01
    ,alu_mod2 = 2'b10
} pcmux_sel_t;
endpackage
package marmux;
typedef enum bit {
    pc_out = 1'b0
    ,alu_out = 1'b1
} marmux_sel_t;
endpackage
package cmpmux;
typedef enum bit {
    rs2_out = 1'b0
    ,i_imm = 1'b1
} cmpmux_sel_t;
endpackage
package alumux;
typedef enum bit {
    rs1_out = 1'b0
    ,pc_out = 1'b1
} alumux1_sel_t;
typedef enum bit [2:0] {
    i_imm    = 3'b000
    ,u_imm   = 3'b001
    ,b_imm   = 3'b010
    ,s_imm   = 3'b011
    ,j_imm   = 3'b100
    ,rs2_out = 3'b101
} alumux2_sel_t;
endpackage
package regfilemux;
typedef enum bit [3:0] {
    alu_out   = 4'b0000
    ,br_en    = 4'b0001
    ,u_imm    = 4'b0010
    ,lw       = 4'b0011
    ,pc_plus4 = 4'b0100
    ,lb        = 4'b0101
    ,lbu       = 4'b0110   
    ,lh        = 4'b0111
    ,lhu       = 4'b1000   
} regfilemux_sel_t;
endpackage
module cacheline_adaptor
(
    input clk,
    input reset_n,
    input logic [255:0] line_i,
    output logic [255:0] line_o,
    input logic [31:0] address_i,
    input read_i,
    input write_i,
    output logic resp_o,
    input logic [63:0] burst_i,
    output logic [63:0] burst_o,
    output logic [31:0] address_o,
    output logic read_o,
    output logic write_o,
    input resp_i
);
    typedef enum bit [2:0] {IDLE, WAITR, WAITW, R, W, DONE} macro_t;
    struct packed {
        macro_t macro;
        logic [1:0] count;
    } state;
    localparam logic [1:0] maxcount = 2'b11;
    logic [255:0] linebuf;
    logic [31:0] addressbuf;
    assign line_o = linebuf;
    assign address_o = addressbuf;
    assign burst_o = linebuf[64 * state.count +: 64];
    assign read_o = ((state.macro == WAITR) || (state.macro == R));
    assign write_o = ((state.macro == WAITW) || (state.macro == W));
    assign resp_o = state.macro == DONE;
    enum bit [1:0] {READ_OP, WRITE_OP, NO_OP} op;
    assign op = read_i ? READ_OP : write_i ? WRITE_OP : NO_OP;
    always_ff @(posedge clk) begin
        if (~reset_n) begin
            state.macro <= IDLE;
        end
        else begin
            case (state.macro)
            IDLE: begin
                case (op)
                    NO_OP: ;
                    WRITE_OP: begin
                        state.macro <= WAITW;
                        linebuf <= line_i;
                        addressbuf <= address_i;
                        state.count <= 2'b00;
                    end
                    READ_OP: begin
                        state.macro <= WAITR;
                        addressbuf <= address_i;
                    end
                endcase
            end
            WAITR: begin
                if (resp_i) begin
                    state.macro <= R;
                    state.count <= 2'b01;
                    linebuf[63:0] <= burst_i;
                end
            end
            WAITW: begin
                if (resp_i) begin
                    state.macro <= W;
                    state.count <= 2'b01;
                end
            end
            R: begin
                if (state.count == maxcount) begin
                    state.macro <= DONE;
                end
                linebuf[64*state.count +: 64] <= burst_i;
                state.count <= state.count + 2'b01;
            end
            W: begin
                if (state.count == maxcount) begin
                    state.macro <= DONE;
                end
                state.count <= state.count + 2'b01;
            end
            DONE: begin
                state.macro <= IDLE;
            end
            endcase
        end
    end
endmodule : cacheline_adaptor
==> run notes <==
The flow ran to the end, and the final reports show no timing, DRC or antenna violations. The run gives 0 ns as the total negative slack. Per the repair_timing log after CTS, setup buffers inserted total 0. For the area of the mapped netlist, the log shows 16,100 um^2. The run gives 0 for the final tally of setup violations. The cell at the root of the clock tree is clkbuf_16. The share of Yosys cell area claimed by the top area cell type is 54.3%, and the stage-log warning count is 29. For the finished layout, the period the worst path requires is 8.26 ns. On the reported timing paths, the clock transition at the registers reads 0.05 ns. Per the timing report, the biggest fanout along the worst path comes to 32. STA lists the endpoint of the worst register-to-register path as linebuf[110]$_DFFE_PP_. The script logs the ratio of routed vias to standard cells as 4.55.

Looking at the hold checks, the worst path lands on linebuf[15]$_DFFE_PP_. According to the Yosys statistics, the synthesized design has a chip area of 16,100 um^2. The final timing report lists clock skew as 0.0196 ns. The area added between synthesis and finish was 59.4%; the final tally of hold violations was 0. The tools report the number of global-route vias before repair as 15,900.

The number of warnings reported in the yosys synthesis log came out at 1. With the number of clock buffers inserted by TritonCTS at 37, the starting utilization of the core area is 18.5%. Setup repair after global routing left no endpoint under its margin. The worst setup path is launched from a flop. The number of optimization iterations in the first detailed-route pass came out at 5.

Worst-case clock buffer depth: 3. Looking at hold timing, the worst path starts from linebuf[15]$_DFFE_PP_. The tree built by TritonCTS fans out to 293 sinks. The worst endpoint required time is 20.56 ns. The run gives 3,347 for the final non-filler cell total.

The tools report the final antenna-violating net count as 0. For the total vias in the final route, the log shows 15,200. The tool flagged a number of max-cap violations equal to 0. Sorting the synthesized cells by how often they occur yields edfxtp_1 (290), nand2_1 (201), nor2b_1 (198). According to the floorplan report, the die width is 315 um. Top-level port count: 712. The first global-routing pass estimated 114,000 um of wire. Summing the sequential cell areas from Yosys gives 54.6% of the chip area. The classification of the worst setup path is reg -> out.

With the area of the placeable core at 86,600 um^2, the final number of max-transition violations is 0. The multi-input combinational cells in the finished layout cover a total of 6820 um^2. After detailed routing, the number of remaining DRC violations is 0. At the later pin of the worst-skew pair, clock insertion delay measures 0.56 ns.

The design draws 2.08 mW. The slew of the pin with the lowest slew margin is 0.827 ns. In this run the critical path is formed by inv_2, nand2_4, clkinv_2, clkdlybuf4s50_1. The filler cells instantiated in the layout total 8,884. According to the timing report, the arrival time at the worst endpoint equals 3.12 ns. Per the synth stats, the flop cell with the highest instance count is edfxtp_1. For the achievable frequency, the log shows 121 MHz. TritonCTS built the clock tree. The leakage component of the power was reported as 8.85 nW. Per the detail_route report, routed wire per instance is 24.4 um.

The wire-length estimate of the detail-placed layout is 61,600 um. A synthesized cell averages 10.7 um^2. With the die extent in y at 315 um, the post-synthesis sequential element count is 293. The post-route netlist has 7.45% of its cells at a drive strength greater than 1. The run gives 11 as the initial antenna violation count. With the slack of the worst reg-to-reg path at 20.61 ns, the share of flip-flops with an asynchronous set or reset is 0%. For reference, the top cells by area after synthesis are edfxtp_1 (54%), mux4_2 (9.0%), nor2b_1 (7.7%). The chip occupies 99,200 um^2. The category of the worst setup path capture point is an output port. The script computed a power per unit cell area of 81.2 nW/um^2. In the global route stage, overall resource usage came out at 16.1%. Once iteration 0 of detailed routing completed, the report listed 1,163 DRC markers. The cell with the largest stage delay on the worst path was clkinv_2.

At the end of routability-driven placement, the weighted congestion stood at 0.925. The path depth of the worst reg2reg path is 8, and the wire length after detailed routing is 81,600 um. During placement, the flow inserted port buffers numbering 711.

After technology mapping, the gate count stands at 1,506. The number of distinct library cells after synthesis was 37. The worst ir drop on vdd came out at 55.0 uV. After global routing the overflow that remains totals 0. For this design, the CTS-stage hold fixing added 0 buffers. The number of cells on the worst hold path is listed as 2.

The sequential cells in the finished layout cover a total of 8770 um^2. Classification of the worst-slack hold path: reg -> reg. For this run, the slowest stage of the critical path takes 0.68 ns.

In the post-synthesis netlist, the cell with the most instances is edfxtp_1. After synthesis, the design contains 1,506 cells according to Yosys. The tools report the post-CTS resize count as 0. The number of placed instances with taps included was 3,276; the largest net degree at the start of global routing was 80. In this run, synthesis inferred 290 flip-flops with an integrated enable.

For this run, the share of the core covered by cells in the final layout is 29.5%. The run gives 108 as the placement row count. The source of the worst register-to-register timing path was state[4]$_SDFFE_PN0P_. Per the slew report, the remaining headroom to the max-slew limit stands at 44.8%.

The share of the clock period used by the worst path after layout came out at 32.1%. Sorting the Yosys area breakdown by cell type puts at the top edfxtp_1. Looking at the clock tree report, the H-tree level count equals 2.
## routing by layer
| metal | global-route usage (%) | vias up | routed length, um |
|---|---|---|---|
| li1 | - | 6856 | - |
| met1 | 19.5 | 7339 | 30200 |
| met2 | 26.5 | 886 | 39800 |
| met3 | 6.51 | 144 | 9030 |
| met4 | 4.55 | 14 | 2500 |
| met5 | 0 | - | 76 |
## stage by stage
step	area [um^2]	hold WS [ns]	setup slack [ns]
floorplan	16100	0.570	10.26
global placement	24400	0.658	17.39
detailed placement	24400	0.661	17.40
CTS	25600	0.679	17.39
global route	25600	0.700	17.28
finish	25600	0.668	17.44
## cells in the final DEF (no fill, tap or decap), types with 3 or more instances in the layout
cell / Yosys / final
clkinv_1: 0 / 3
nor2_1: 134 / 134
nand2_1: 201 / 199
nor2b_1: 198 / 197
edfxtp_1: 290 / 290
clkinv_2: 0 / 5
nor3_1: 3 / 3
ha_4: 0 / 3
clkbuf_1: 75 / 14
a21oi_1: 194 / 192
o21ai_0: 180 / 180
clkbuf_16: 0 / 37
diode_2: 0 / 4
bufinv_16: 0 / 3
buf_4: 5 / 32
clkdlybuf4s50_1: 0 / 711
o21ai_1: 14 / 14
a221oi_1: 64 / 64
dfxtp_1: 3 / 3
mux4_2: 64 / 64
## sequential cells by signal, indices dropped and copies added (netlist names)
| register | count |
|---|---|
| addressbuf | 32 |
| linebuf | 256 |
| state | 5 |
## layout make-up
class	instances	share of cell area (%)
tap	1155	5.65
clock inverter	16	0.729
timing repair buffer	743	28.8
multi-input combinational	1080	26.7
sequential	293	34.3
antenna	4	0.0391
clock buffer	51	3.82
inverter	5	0.0782
## worst max path at each step
stage                    startpoint  endpoint  cells after the start
CTS           state[4]$_SDFFE_PN0P_    read_o                      4
global route  state[4]$_SDFFE_PN0P_    read_o                      4
finish        state[4]$_SDFFE_PN0P_    read_o                      4
## report_power, final
part | switching, mW | internal (mW) | leakage (nW)
Sequential | 0.0707 | 0.639 | 2.68
Clock | 0.217 | 0.299 | 0.558
Combinational | 0.442 | 0.409 | 5.61
## cells by family (layout without fill, tap and decap cells)
group                    count (synthesis)  after routing  synth area share [%]
flip-flops                             293            293                  54.6
adder cells (fa/ha/maj)                  5              5                 0.390
AND-OR/OR-AND                          463            463                  16.2
multiplexers                            67             67                  9.17
buffers and inverters                  133            815                  3.55
XOR/XNOR                                 1              1                0.0546
AND/OR/NAND/NOR                        544            544                  16.0
other                                    0              4                     0
## critical path: cells and delay by family, from the launching register on
kind	cells	cell delay [ns]
buffers and inverters	3	1.48
DFF	1	0.60
and+or+nand+nor	1	0.43
No activity file was given, so power comes from the tool's default toggle rates.
