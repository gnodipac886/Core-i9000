$ cat design.v
package pcmux;
typedef enum bit [1:0] {
    pc_plus4  = 2'b00
    ,alu_out  = 2'b01
    ,alu_mod2 = 2'b10
} pcmux_sel_t;
endpackage
package marmux;
typedef enum bit {
    pc_out = 1'b0
    ,alu_out = 1'b1
} marmux_sel_t;
endpackage
package cmpmux;
typedef enum bit {
    rs2_out = 1'b0
    ,i_imm = 1'b1
} cmpmux_sel_t;
endpackage
package alumux;
typedef enum bit {
    rs1_out = 1'b0
    ,pc_out = 1'b1
} alumux1_sel_t;
typedef enum bit [2:0] {
    i_imm    = 3'b000
    ,u_imm   = 3'b001
    ,b_imm   = 3'b010
    ,s_imm   = 3'b011
    ,j_imm   = 3'b100
    ,rs2_out = 3'b101
} alumux2_sel_t;
endpackage
package regfilemux;
typedef enum bit [3:0] {
    alu_out   = 4'b0000
    ,br_en    = 4'b0001
    ,u_imm    = 4'b0010
    ,lw       = 4'b0011
    ,pc_plus4 = 4'b0100
    ,lb        = 4'b0101
    ,lbu       = 4'b0110   
    ,lh        = 4'b0111
    ,lhu       = 4'b1000   
} regfilemux_sel_t;
endpackage
module line_adapter #(parameter bus_size = 1)
(
  output logic [255:0] mem_wdata_line,
  input logic [255:0] mem_rdata_line,
  input logic [31:0] mem_wdata,
  output logic [32 * bus_size - 1:0] mem_rdata,
  input logic [3:0] mem_byte_enable,
  output logic [31:0] mem_byte_enable_line,
  input logic [31:0] address,
  input logic num_fetch
);
assign mem_wdata_line = {8{mem_wdata}};
assign mem_byte_enable_line = {28'h0, mem_byte_enable} << (address[4:2]*4);
always_comb begin
  if (~num_fetch) begin
    mem_rdata = { 32'h13, mem_rdata_line[(32*address[4:2]) +: 32] };  
  end 
  else begin 
    mem_rdata = mem_rdata_line[(32*address[4:2]) +: 64];
  end 
end
endmodule : line_adapter
$ cat run.sh
#!/bin/bash
# OpenROAD 26Q1-2900-gdf79404cd8, Yosys 0.63+post, stock flow scripts
make -C /OpenROAD-flow-scripts/flow DESIGN_CONFIG=/design/flow/config.mk WORK_HOME=/design/flow/orfs finish
$ cat config.mk
export PLATFORM = sky130hd
export DESIGN_NAME = line_adapter
export DESIGN_NICKNAME = line_adapter
export VERILOG_FILES = /design/flow/design.v
export SDC_FILE = /design/flow/constraint.sdc
export NUM_CORES = 4
export LEC_CHECK = 1
export CORE_AREA = 10 10 252 252
export DIE_AREA = 0 0 262 262
$ cat constraint.sdc
current_design line_adapter

set clk_period 1.5
set clk_io_pct 0.2

create_clock -name clk0 -period $clk_period

set non_clock_inputs [all_inputs -no_clocks]
set_input_delay [expr $clk_period * $clk_io_pct] -clock clk0 $non_clock_inputs
set_output_delay [expr $clk_period * $clk_io_pct] -clock clk0 [all_outputs]
==> impl_metrics.csv <==
group,metric,value,unit
final_layout,syn_to_final_growth,72.0,%
route,totalWireLength,21.8,mm
pwr,peak_supply_drop,0.000106,V
final_timing,layout_worst_path_cycle_share,135,%
route,wire_per_inst,16.6,um
final_timing,final_hold_viols,0,
setup_path,critical_path.endpoint_type,"output port",
setup_path,worst_path_max_delay_cell,"mux4_2",
logic_synthesis,synth.yosys.chip_area,0.00423,mm^2
final_layout,n_sequential_cell,0,
floorplanning,coreArea,0.0578,mm^2
final_timing,layout_min_cycle_time,2.02,ns
route,via_per_inst,2.65,
flow_run,tool_warnings,65,
grt,globalRouteOverflowTotal,0,
logic_synthesis,synth.yosys.seq_area_share,0,%
route,drt_pass1_iterations,4,
floorplanning,die_area,0.0686,mm^2
logic_synthesis,largest_area_cell,"buf_4",
logic_synthesis,synth.top_cell.area_share,46.0,%
pwr,leakage,2.74,nW
placed_design,buffers_on_ports,327,
floorplanning,pin_count,645,
final_layout,mostFrequentLayoutCells,"224 x clkdlybuf4s50_1, 64 x mux4_2, 57 x buf_6, 41 x buf_2, 35 x dlygate4sd2_1",
floorplanning,die.size.y,262,um
setup_path,crit_arrival,1.72,ns
logic_synthesis,synth.lib_cells_used.distinct,12,
grt,largest_net_degree_at_the_start_of_global_routing,23,
logic_synthesis,yosysCellCount,419,
final_timing,final-max-slew-violation-count,0,
logic_synthesis,synth.cell_area,0.00423,mm^2
final_timing,relSlewSlack,81.7,%
flow_run,drv_cap,0,
final_timing,setup_viol,64,
final_timing,rsz_0062_raised_after_global_routing,"true",
grt,groute.usage.overall,6.00,%
logic_synthesis,synth.yosys.warnings,1,
logic_synthesis,synthTopCellsByArea,"buf_4 46%, mux4_1 27%, mux4_2 11%",
route,vias,3475,
route,initialDrtViolationCount,99,
final_layout,nFillCells,6542,
final_layout,layout.clock_buffers,0,
grt,antenna_found_initial,16,
final_layout,regArea,0,um^2
final_layout,most_frequent_logic_cell_in_the_layout,"clkdlybuf4s50_1",
pwr,powerDensity,264,mW/mm^2
setup_path,crit_family,"buffers and inverters",
final_timing,max_clock_freq,494,MHz
route,drtAntennaViolNets,0,
setup_path,cp_num_buf_inv,6,
setup_path,timing.critical_path.depth,8,
final_layout,drive_gt1_share,49.4,%
logic_synthesis,synthCells,419,
setup_path,worst_ep_required_time,1.20,ns
grt,vias_in_the_first_global_route,3975,
placed_design,hpwl,18.8,mm
status,status,"finished with violations",
clock_tree,cts-hold-fix-buffers,0,
final_timing,timing.final.ws_setup,-0.524,ns
final_timing,tightest_slew,0.275,ns
final_layout,finish.utilization,12.6,%
logic_synthesis,average_cell_area_after_synthesis,10.1,um^2
grt,global_route_wire_length_before_repair,29.2,mm
floorplanning,fp.dieW,262,um
setup_path,worstPathMaxFanout,6,
worst_hold_path,worst_hold_path_type,"primary input to output port",
placed_design,routabilityCongestion,0.789,
route,route.detailed.drc,0,
setup_path,critical_path.most_common_cell,"buf_12",
setup_path,worst-setup-path-type,"primary input to output port",
setup_path,startpoint_type,"primary input",
status,failed_checks,"negative setup slack",
setup_path,worstPathCellList,"buf_12 -> buf_12 -> buf_12 -> buf_12 -> buf_4 -> mux4_2 -> mux2_4 -> buf_6",
pwr,finalPower,1.92,mW
worst_hold_path,min_path_cells,0,
final_layout,final-comb-area,0.00225,mm^2
floorplanning,initial_core_util,7.32,%
setup_path,crit_path_max_incr_delay,0.41,ns
floorplanning,core.rowCount,88,
[final timing paths]
check,endpoint,start
max,mem_rdata[24],address[2]
min,mem_wdata_line[125],mem_wdata[29]
[per-layer routing]
layer	routed length (um)	up-vias	track usage [%]
li1	-	1470	-
met1	7120	1558	6.23
met5	72	-	0
met3	3630	83	3.78
met2	10100	354	9.84
met4	795	10	1.92
[report_power, final]
part	internal, mW	total, mW	leakage (nW)	switching, mW
Combinational	1.41	1.92	2.74	0.509
Sequential	0	0	0	0
Clock	0.000000268	0.000000268	0.0000190	0
[synthesized netlist by cell type, drive strengths merged]
| library cell | number |
|---|---|
| or2 | 1 |
| nor2 | 32 |
| buf | 269 |
| clkbuf | 10 |
| mux4 | 64 |
| mux2 | 32 |
| nand2 | 5 |
| nand2b | 6 |
[cell type report]
type	instances	area share, %
Timing Repair Buffer	404	55.7
Multi-Input combinational cell	140	31.0
Antenna cell	3	0.103
Tap cell	765	13.2
[what timing repair did]
item,4_1_cts,5_1_grt
resized,374,34
setup endpoints to repair,64,55
pin swaps,18,8
buffers inserted,45,11
cloned,2,0
[per-stage QoR]
step / TNS (ns) / std cells / hold slack, ns / area [um^2] / worst slack (ns)
floorplan: -3.10 / 419 / 0.666 / 4140 / -0.0971
global placement: -40.38 / 1259 / 0.600 / 6510 / -0.910
detailed placement: -40.32 / 1259 / 0.600 / 6510 / -0.872
CTS: -17.50 / 1304 / 0.600 / 7180 / -0.571
global route: -22.19 / 1309 / 0.600 / 7260 / -0.586
finish: -19.32 / 1312 / 0.600 / 7270 / -0.524
[cell families (layout without fill, tap and decap cells)]
group,count (synthesis),in the layout,synth area share (%)
buffers and inverters,279,404,49.2
multiplexers,96,96,46.5
other,0,3,0
AND/OR/NAND/NOR,44,44,4.32
No activity file was given, so power comes from the tool's default toggle rates.
